File: ./design.v
`timescale 1ns / 1ps
module address_controller #(parameter image_size = 8'h1C)(
    input start,
    input clk,
    input[9:0] img_addr,
    input[7:0] w_addr,
    output reg[9:0] out_img,
    output reg[7:0] out_w,
    output d_ena,
    output data_in_ena,
    output data_out_ena,
    output reg  data_in_done
    );
    reg[2:0] state;
    reg[2:0] line_state;
    reg[2:0] d_ena_reg;
    localparam idle = 3'b000, s_1 = 3'b001,s_2 = 3'b010,s_3 = 3'b011,s_4 = 3'b100,s_5= 3'b101;
    assign d_ena = |d_ena_reg;
    assign data_in_ena = d_ena_reg[0];
    assign data_out_ena = d_ena_reg[2];  
    always @(posedge clk) begin
        d_ena_reg[1] <= d_ena_reg[0];
        d_ena_reg[2] <= d_ena_reg[1];
        case(state)
            idle: begin
                if(start ==1'b1) begin
                    state <= s_1;
                    out_img <= img_addr;
                    out_w <= w_addr;
                    d_ena_reg[0]<=1'b1;
                    data_in_done <=1'b0;
                    line_state <= 3'b000;
                end
                else begin
                    state <= idle;
                    out_img <= img_addr;
                    out_w <= w_addr;
                    d_ena_reg[0]<=1'b0;
                    data_in_done <=1'b0; 
                    line_state <= 3'b000;
                end
            end
            s_1 : begin
                state <= s_2;
                out_img <= out_img + 1'b1;
                out_w <= out_w + 1'b1;
                d_ena_reg[0]<=1'b1;
                data_in_done <=1'b0;    
            end
            s_2 : begin
                state <= s_3;
                out_img <= out_img + 1'b1;
                out_w <= out_w + 1'b1;
                d_ena_reg[0]<=1'b1;
                data_in_done <=1'b0;
            end
            s_3 : begin
                state <= s_4;
                out_img <= out_img + 1'b1;
                out_w <= out_w + 1'b1;
                d_ena_reg[0]<=1'b1;
                data_in_done <=1'b0;               
            end
            s_4 : begin
                if(line_state == 3'b100) data_in_done <=1;
                else data_in_done <=0;
                state <= s_5;
                out_img <= out_img + 1'b1;
                out_w <= out_w + 1'b1;
                d_ena_reg[0]<=1'b1;            
            end
            s_5 : begin
                if(line_state == 3'b100) begin
                    out_img <= img_addr;
                    out_w <= w_addr;
                    state <= idle;
                    line_state <= 3'b000;
                    d_ena_reg[0]<=1'b0;
                    data_in_done <=1'b0;
                end
                else begin
                    state <= s_1;
                    line_state <= line_state +1'b1;
                    out_img <= out_img + image_size;
                    out_w <= out_w + 1'b1;
                    d_ena_reg[0]<=1;
                    data_in_done <=0;
                end                    
            end
            default : begin
                if (start ==1'b1) begin
                    state <= s_1;
                    out_img <= img_addr;
                    out_w <= w_addr;
                    d_ena_reg[0]<=1;
                    data_in_done <=0;               
                end
                else begin
                    state <= idle;
                    out_img <= img_addr;
                    out_w <= w_addr;
                    d_ena_reg[0]<=0;
                    data_in_done <=0;
                end
            end
        endcase
    end
endmodule
File: ./run.sh
#!/bin/bash
# OpenROAD 26Q1-2900-gdf79404cd8, Yosys 0.63+post, stock flow scripts
make -C /OpenROAD-flow-scripts/flow DESIGN_CONFIG=/design/flow/config.mk WORK_HOME=/design/flow/orfs finish
File: ./config.mk
export PLATFORM = sky130hd
export DESIGN_NAME = address_controller
export DESIGN_NICKNAME = address_controller
export VERILOG_FILES = /design/flow/design.v
export SDC_FILE = /design/flow/constraint.sdc
export NUM_CORES = 4
export LEC_CHECK = 1
export CORE_AREA = 10 10 97 97
export DIE_AREA = 0 0 107 107
File: ./constraint.sdc
current_design address_controller

set clk_period 4.5
set clk_io_pct 0.2

create_clock -name clk0 -period $clk_period [get_ports {clk}]

set non_clock_inputs [all_inputs -no_clocks]
set_input_delay [expr $clk_period * $clk_io_pct] -clock clk0 $non_clock_inputs
set_output_delay [expr $clk_period * $clk_io_pct] -clock clk0 [all_outputs]
==> notes.md <==
Results of the full flow below.

Worst setup path:
- The run gives the worst setup path category as reg -> out.
- Per the STA report, the cell with the highest stage delay on the worst path is clkdlybuf4s50_1.
- The run gives the largest stage delay on the critical path as 0.42 ns.
- The critical path goes through or3_1 > clkdlybuf4s50_1.
- Per STA, the worst path accumulates the most delay in the family buffers and inverters.
- The run gives the critical path launch point type as a flop.
- The run puts the required time at the worst-slack endpoint at 3.60 ns.
- The run puts the number of buffers and inverters on the critical path at 1.
- The run puts the logic depth of the worst register-to-register path at 4.
- The run gives the total stage count of the critical path as 2.
- STA lists the maximum fanout along the critical path as 2.
- The run gives the kind of end point of the critical path as an output pin.
- The run gives the data arrival time of the critical path as 1.35 ns.

Detailed routing:
- The run gives the routed via count divided by cell count as 4.25.
- The run gives the wire length reported by the detailed router as 3780 µm.
- The detailed router finished its first iteration with 49 violations.
- The run puts the number of optimization iterations in the first detailed-route pass at 4.
- The run gives the met2 wirelength from detailed routing as 1470 µm.
- The run gives the uppermost signal routing layer after detailed routing as met4.
- The run gives the remaining antenna violation count after routing as 0.
- The run puts the count of vias placed by the detailed router at 1245.
- TritonRoute reported its final design rule violation total as 0.
- The run puts the antenna diode count at 0.
- The run puts the routed length on met3 at 401 µm.
- The run puts the routed metal-1 wire length at 1900 µm.
- The run puts the detailed-route wire length per cell at 12.9 µm.

Floorplanning:
- The run puts the count of boundary I/O pins at 42.
- The run gives the core footprint as 7290 µm².
- The run gives the number of standard-cell rows in the floorplan as 31.
- At the floorplan stage, the core utilization is reported as 19.7%.
- The die is 107 µm wide.
- The run puts the vertical die dimension at 107 µm.
- The run gives the die area as 11400 µm².

Power and ir drop:
- The run gives the share of power burned in the clock network as 14.7%.
- The run puts the switching share of power at 36.7%.
- The run gives the maximum VDD drop as 261 µV.
- The run puts the static leakage power at 0.000755 µW.
- The run puts the part of the power in combinational logic at 45.7%.
- The run puts the share of power burned in registers at 39.7%.
- The power report lists cell-internal power as 947 µW.
- The power report puts the net switching power at 550 µW.
- The run gives the power per cell area as 741 nW/µm².

Worst hold path:
- According to the hold report, the worst path is of the reg -> reg type.
- The run gives the worst hold path depth as 0.

STA:
- The run puts the clock skew after layout at 0.00645 ns.
- The run puts the count of endpoints failing hold in the final timing report at 0.
- The run puts the final worst setup slack at 2.25 ns.
- The run gives the time the worst path needs with I/O delays and setup as 2.25 ns.
- Endpoints with negative setup slack in the final report add up to 0.
- Setup repair after global routing left no endpoint under its margin.
- The final critical path takes up 49.9% of the cycle.
- The pin closest to its max-slew limit shows a slew of 0.839 ns.
- Derived from the worst setup path, the maximum achievable clock frequency is 445 MHz.
- The tightest hold path in the finished design has a slack of 0.345 ns.
- The run puts the remaining max-slew budget at the tightest pin at 43.6%.
- Counting pins that exceed their max-slew limit in the final report gives 0.
- For the final routed database, the setup TNS stands at 0 ns.

Layout:
- The run puts the share of post-route cells with drive strength above 1 at 6.70%.
- The run gives the register name with the most flops as out_img.
- The run puts the area overhead of the layout relative to synthesis at 40.9%.
- The register with the most flip-flops in the layout has 10 of them.
- In the final layout, the registers with the most flip-flops are out_img x10, out_w x8, state x6.

Job:
- The run puts the number of warnings in the stage logs at 27.
- The run gives the number of max-capacitance violations reported as 0.

Yosys:
- The run puts the mean cell area of the mapped netlist at 9.50 µm².
- The post-synth count of flops with an enable pin is 5.
- The run puts the yosys stat cell total at 151.
- The run gives the share of synthesized area occupied by flip-flops and latches as 46.8%.
- Warnings reported by Yosys during synthesis add up to 1.
- In the synthesis report, Yosys lists the chip area as 1430 µm².
- The run puts the number of library cell types mapped by synthesis at 37.
- The run puts the number of standard cells after synthesis at 151.
- The run puts the fraction of registers with async set/reset at 0%.
- The commonest register cell is dfxtp_1.
- Once synthesis finished, the tally of register bits stood at 31.
- The run puts the summed instance area of the synthesized netlist at 1430 µm².

Placed design:
- The run puts the worst slack at placement at 2.55 ns.
- The run gives the total of buffers placed on input and output ports as 41.
- The run gives the detailed placer's ending HPWL as 2810 µm.
- Per the gpl log, the routability congestion estimate is 0.817.

Clock tree:
- TritonCTS built the clock tree.
- The number of clock sinks came to 31.
- The run puts the number of buffers created by CTS at 5.
- The run puts the insertion delay at the late pin of the worst-skew pair at 0.28 ns.
- After clock tree synthesis, the setup repair step added 0 buffers.
- In this run, post-CTS hold repair placed 0 buffers.
- The run gives the maximum level of the CTS H-tree as 2.
- Clock tree synthesis selected as its root buffer the cell clkbuf_8.
- In this run, post-CTS repair resized a total of 0 instances.
- The run gives the maximum buffer depth of the clock tree as 2.
- On the reported timing paths, the clock transition at the registers reads 0.06 ns.

Global route:
- The run gives the wire length of the first global-routing pass as 6320 µm.
- The run puts the total global-route track usage at 6.74%.
- The run puts the initial antenna violation count at 0.
- The via count of the first global-routing pass is 1227.
- Entering global routing, the biggest net connects 20 pins.
- The run gives the global-route congestion overflow total as 0.

Outcome:
- The flow ran to the end, and the final reports show no timing, DRC or antenna violations.
-- power by group through the flow --
stage	clock, µW	sequential (µW)	combinational (µW)
4_1_cts	229	595	695
5_1_grt	244	621	790
6_report	220	594	684
-- cell type report --
type                            instances  area, µm²
Fill cell                             819       5270
Multi-Input combinational cell        107        698
Sequential cell                        31        671
Timing Repair Buffer                   41        410
Tap cell                               99        124
Clock buffer                            6       82.6
Inverter                                8       30.0
Clock inverter                          1       5.00
-- cell usage in the layout (no fill, tap or decap), types with 6 or more instances in the layout --
master and n:
xor2_1 6, o21ai_0 8, dfxtp_1 26, nand2_1 20
inv_1 8, nor2_1 7, clkbuf_8 6, ha_1 6
o21ai_1 9, xnor2_1 8, clkdlybuf4s50_1 41
-- Yosys cell counts, types with 4 or more instances --
cell | instances | area, µm²
a21oi_1 | 4 | 20.0
dfxtp_1 | 26 | 521
edfxtp_1 | 5 | 150
ha_1 | 6 | 75.1
inv_1 | 8 | 30.0
nand2_1 | 20 | 75.1
nand3_1 | 4 | 20.0
nor2_1 | 7 | 26.3
o21ai_0 | 8 | 40.0
o21ai_1 | 9 | 45.0
xnor2_1 | 8 | 70.1
xor2_1 | 6 | 52.6
-- per-layer routing --
layer / track usage (%) / up-vias
li1: - / 625
met1: 9.69 / 565
met2: 9.26 / 53
met3: 3.34 / 2
met4: 0.484 / 0
met5: 0 / -
-- stage by stage --
stage | area (µm²) | total power, µW | utilization, % | cells
floorplan | 1430 | 991 | - | 151
global placement | 1930 | 1290 | 26.5 | 286
detailed placement | 1930 | 1290 | 26.5 | 286
CTS | 2020 | 1520 | 27.7 | 293
global route | 2020 | 1660 | 27.7 | 293
finish | 2020 | 1500 | 27.7 | 293
-- path summary, 6_finish.rpt --
kind / end / slack (ns) / start
min: d_ena_reg[2]$_DFF_P_ / 0.34 / d_ena_reg[1]$_DFF_P_
min reg2reg: d_ena_reg[2]$_DFF_P_ / 0.34 / d_ena_reg[1]$_DFF_P_
max reg2reg: out_img[8]$_DFF_P_ / 2.62 / state[2]$_DFF_P_
max: d_ena / 2.25 / d_ena_reg[1]$_DFF_P_
-- kinds of logic after synthesis --
family	count (synthesis)	share of synthesized area, %
xor gates and xnor gates	14	8.55
and+or+nand+nor	47	16.1
DFF	31	46.8
buffers and inverters	13	4.54
AOI/OAI and AO/OA	40	18.9
adders and majority gates	6	5.24
No activity file was given, so power comes from the tool's default toggle rates.
