[./config.mk]
export PLATFORM = sky130hd
export DESIGN_NAME = queue
export DESIGN_NICKNAME = queue
export VERILOG_FILES = /design/flow/design.v
export SDC_FILE = /design/flow/constraint.sdc
export NUM_CORES = 4
export LEC_CHECK = 1
export CORE_AREA = 10 10 611 611
export DIE_AREA = 0 0 621 621
[./constraint.sdc]
current_design queue

set clk_period 32.5
set clk_io_pct 0.2

create_clock -name clk0 -period $clk_period [get_ports {clk}]

set non_clock_inputs [all_inputs -no_clocks]
set_input_delay [expr $clk_period * $clk_io_pct] -clock clk0 $non_clock_inputs
set_output_delay [expr $clk_period * $clk_io_pct] -clock clk0 [all_outputs]
[./design.v]
`timescale 1ns / 1ps
module queue #(parameter queue_size = 32*4+5,parameter data_size = 8,parameter address_size = 10 ,parameter img_size =128*128)(
    input work,
    input clear,
    input hold,
    input clk,
    input[data_size-1:0] data,
    output reg[address_size -1:0] address,
    output reg data_ena,
    output reg is_full,
    output reg [queue_size * data_size -1:0] queue
    );
    reg [23:0] counter;
    reg[2:0] data_work;
    always @(posedge clk) begin
        data_work[0] <= work;
        data_work[1] <= data_work[0];
        data_work[2] <= data_work[1]; 
        if (clear == 1'b1) begin
            queue <= 0;
            counter <=0;
            address <= 0;
            is_full <=1'b0;
            data_ena <= 1'b0;
        end
        else if(hold == 1'b1) begin
            queue <= queue;
            counter <=counter ;
            address <= address;
            is_full <= is_full;
        end
        else if (clear == 1'b0) begin
            if (work == 1'b0 & data_work[0] ==1'b0 & data_work[1] == 1'b0 & data_work[2] == 1'b0) begin
                queue <= 0;
                counter <=0;
                address <= 0;
                is_full <=1'b0;
                data_ena <= 1'b0;
            end                           
            else if (work == 1'b1) begin
                if (data_work[0] ==1'b1) address <= address +1'b1;
                data_ena <= 1'b1;
            end
            else if ( data_work[1] ==1'b0)  data_ena <= 1'b0;
            else if(work == 1'b0) address <= 0;
            if (data_work[2] == 1'b1 & data_work[1] == 1'b1) begin
                queue  = queue << data_size;
                queue[data_size-1:0]  = data;
                if (counter > img_size-1'b1) begin
                    counter <= counter;
                    is_full <= 1'b0;
                end
                else if (counter >= queue_size -1'b1) begin
                    counter <= counter+1'b1;
                    is_full <= 1'b1;
                end
                else begin
                    counter <= counter +1'b1;
                    is_full <= 1'b0;
                end    
            end
        end
        else begin 
            queue <= 0;
            counter <=0;
            address <= 0;
            is_full <=1'b0;
        end
    end
endmodule
[./run.sh]
#!/bin/bash
# OpenROAD 26Q1-2900-gdf79404cd8, Yosys 0.63+post, stock flow scripts
make -C /OpenROAD-flow-scripts/flow DESIGN_CONFIG=/design/flow/config.mk WORK_HOME=/design/flow/orfs finish
==> flow_summary_export.csv <==
group,metric,value,unit
outcome,status,"finished clean",
synth,synth_chip_area,37900,µm²
final_timing,setup_viol,0,
critical_path,crit_family,"buffers and inverters",
critical_path,critPathMaxFanout,68,
pwr,vdd_ir_drop_max,0.0000376,V
final_timing,skew,68.7,ps
synth,adder_share,0.000990,
final_timing,finalSetupTns,0,ps
final_timing,rsz0062_at_grt,"no",
final_layout,final-comb-area,14300,µm²
critical_path,worst_ep_required_time,33170,ps
critical_path,critPathKind,"in2reg",
job,cap_violations,0,
synth,yosys.cell_types.count,40,
final_layout,seq_area,22100,µm²
routing,routed_via_density,3.38,
synth,top_logic_kind,"simple AND/OR/NAND/NOR gates",
critical_path,r2r_start,"data_work[1]",
pwr,power.density,50.8,nW/µm²
routing,drcViolationCount,0,
global_routing,groute.layer.met1.usage,0.106,
final_timing,fmax,94.3,MHz
final_timing,slew_viol_final,0,
clock_tree,cts_buffers,138,
synth,muxShareOfSynthArea,0.000792,
floorplan,fp_util,0.105,
clock_tree,cts_root_buf,"clkbuf_16",
routing,ant_nets,0,
synth,simple_gate_area_frac,0.223,
synth,yosys.area_share.xor_xnor,0.000462,
global_routing,grt_use_met2,0.143,
synth,ff_type,"dfxtp_1",
clock_tree,cts_tree,"built",
routing,vias,35800,
synth,syn_avg_cell_area,7.88,µm²
critical_path,critical_path_buf_inv_count,6,
job,warnings,40,
final_timing,finalClockPeriodUsage,0.326,
critical_path,crit_path_start_kind,"input pin",
final_layout,area_growth,53.6,%
synth,yosysWarnings,1,
synth,edf_count,0,
floorplan,coreArea,359000,µm²
synth,async_flop_share,0,
placement,place.gp.congestion,0.887,
floorplan,die_h,621,µm
global_routing,grt_max_degree,148,
critical_path,crit_start,"hold",
clock_tree,post_cts_resized,0,
clock_tree,ctsHoldBuffers,0,
routing,routed_wl,174000,µm
synth,syn_inst,4812,
synth,synthAoiAreaFrac,0.152,
pwr,power.leakage,0.0173,µW
worst_hold_path,worst_hold_startpoint,"data_work[0]",
global_routing,antenna_found_initial,12,
global_routing,top_usage_layer,"met2",
global_routing,grt_first_pass_wirelength,245000,µm
clock_tree,clk_latency,800,ps
floorplan,die_w,621,µm
final_timing,worst_pin_slew,827,ps
critical_path,path_cells,"clkdlybuf4s50_1, and3b_4, buf_4, buf_4, buf_4, buf_4, buf_4, nand2_1, a21oi_1",
clock_tree,clock_sinks,1103,
placement,place_hpwl,130000,µm
global_routing,grt_overflow,0,
synth,top_cells_by_area,"dfxtp_1 58%, nand2_1 21%, a21oi_1 14%",
global_routing,grt_util_met3,0.0274,
synth,synth_top_area_share,0.582,
routing,first_pass_iters,8,
worst_hold_path,holdCritPathClass,"reg2reg",
floorplan,fp-row-count,220,
final_timing,hold_violations,0,
global_routing,grt_pass1_vias,32800,
final_layout,drive_above_1_share,0.0477,
final_layout,layout.cells.non_filler,10600,
floorplan,io_pins,1088,
final_timing,final.min_clock_period,10600,ps
critical_path,cpMaxStageDelayCell,"buf_4",
placement,placedCellCount,10400,
clock_tree,h-tree-depth,4,
final_timing,slew_headroom,0.448,
clock_tree,path_clk_slew,60,ps
routing,drt_iter0_markers,2865,
synth,synth_area_leader_cell,"dfxtp_1",
clock_tree,max-clock-path-buffers,4,
synth,numSynthFlops,1103,
clock_tree,post_cts_buffers,0,
synth,ys_seq_share,0.582,
placement,io_buffers,1087,
critical_path,max_stage_delay,690,ps
final_layout,fill_cells,40500,
pwr,total_power,2960,µW
routing,wire_per_inst,16.4,µm
critical_path,arrival,11270,ps
critical_path,cp-end-kind,"flip-flop",
critical_path,cp_common_cell,"buf_4",
placement,place_ws,21100,ps
final_timing,worst_slack,21900,ps
floorplan,chipArea,386000,µm²
synth,yosysCellCount,4812,
final_timing,fin_hold_ws,389,ps
global_routing,grt_use_total,0.0858,
synth,synth_area,37900,µm²
power breakdown:
group / total (µW) / internal, µW / switching (µW)
Sequential: 1350 / 1350 / 1.24
Combinational: 67.1 / 7.37 / 59.7
Clock: 1540 / 915 / 624
routing by layer:
metal | vias up | wire length, µm | part of all wire
met4 | 0 | 6180 | 0.036
met1 | 17000 | 69000 | 0.40
met5 | - | 0 | 0
met2 | 1102 | 84300 | 0.49
met3 | 242 | 14100 | 0.081
li1 | 17400 | - | -
worst reg2reg max path: stages, from the launching register on:
cell	delay [ps]
dfxtp_1	490
and3b_4	600
buf_4	640
buf_4	690
buf_4	620
buf_4	750
buf_4	670
nand2_1	150
a21oi_1	130
flip-flops by register name (all words and copies together), names as in the netlist:
| name | cells |
|---|---|
| queue | 1064 |
| counter | 24 |
| address | 10 |
| data_work | 3 |
| data_ena | 1 |
| is_full | 1 |
cell families (layout without fill, tap and decap cells):
logic type,after synthesis,in the layout
compound gates,1119,1119
xor+xnor,2,2
mux,3,3
simple gates,2210,2210
flops,1103,1103
other cells,0,4
buf+inv,372,1386
fa+ha+maj,3,3
synthesized netlist by cell type (2+ instances only):
cell type and number:
a2111o_1 11, a21o_1 3, a21oi_1 1077, and2_1 11
and3_1 3, and4_1 2, buf_1 26, buf_2 125
clkbuf_1 214, dfxtp_1 1103, ha_1 3, inv_1 6
mux2i_1 3, nand2_1 2146, nand2b_1 3, nand3_1 12
nand4_1 7, nor2_1 7, nor4_1 3, o2111ai_1 12
o21ai_0 8, o21ai_1 2, or3_1 7, xor2_1 2
cell usage in the layout (no fill, tap or decap), types with 2 or more instances in the layout:
cell type,count
o21ai_0,8
nand2b_1,3
ha_1,3
a2111o_1,11
buf_12,4
inv_1,6
dfxtp_1,1103
nor2_1,7
inv_6,9
or3_1,7
and4_1,2
bufinv_16,5
clkdlybuf4s50_1,1086
clkbuf_16,140
clkinv_4,3
o2111ai_1,12
nand2_1,2146
nand4_1,7
diode_2,4
clkinvlp_4,4
nor4_1,3
a21oi_1,1077
and3_1,3
a21o_1,3
o21ai_1,2
clkinv_16,2
clkbuf_1,27
xor2_1,2
buf_4,51
clkinv_2,11
mux2i_1,3
nand3_1,11
clkbuf_8,35
and2_1,11
final cells by class:
type                    count  area share
flip-flops and latches   1103       0.379
multi-input cells        3337       0.246
repair buffers           1142       0.195
well taps                4773       0.103
clock buffers             202      0.0702
clock inverters            36     0.00735
inverters                   6    0.000387
diodes                      4    0.000172
final timing paths:
| kind | to | slack, ps | depth (start not counted) |
|---|---|---|---|
| setup / recovery | queue[76] | 21900 | 9 |
| hold / removal | data_work[1] | 390 | 0 |
| setup reg to reg | queue[76] | 27620 | 8 |
| hold reg to reg | data_work[1] | 390 | 0 |
per-stage QoR:
stage	util	instance area, µm²
after floorplan	-	37900
after global placement	0.149	53700
after detailed placement	0.149	53700
after CTS	0.162	58200
after global routing	0.162	58200
final	0.162	58200
Power and IR drop assume default switching activity.
